### design/flow/design.v
module cic_filter
#(parameter DW = 16)
(
    input                   clk,
    input                   clk_div,
    input                   reset_n,
    input          [2:0]    os_sel,
    input          [DW-1:0] data_in,
    output         [DW-1:0] data_out 
);
localparam OW     =  6;
wire        [DW-1   :0] int_in;
wire        [DW+OW  :0] int_out;
wire        [1      :0] flag_t;
wire        [DW+OW  :0] comb_in;
wire        [DW-1   :0] comb_out;
assign int_in = data_in;
integrator #(DW, DW+OW+1) int_inst(
    .clk        ( clk       ),
    .clk_div    ( clk_div   ),
    .reset_n    ( reset_n   ),
    .os_sel     ( os_sel    ),
    .data_in    ( int_in    ),
    .flag_t     ( flag_t    ),
    .data_out   ( int_out   )
);
assign comb_in = int_out;
comb #(DW+OW+1, DW, 1) comb_inst(
    .clk_div    ( clk_div   ),
    .reset_n    ( reset_n   ), 
    .os_sel     ( os_sel    ),
    .flag_in    ( flag_t    ),
    .data_in    ( comb_in   ), 
    .data_out   ( comb_out  )
);
assign data_out = comb_out;
endmodule
module comb
#(parameter IDW = 23, ODW = 16, DM = 1)
(
    input                 clk_div  ,
    input                 reset_n  ,
    input       [    2:0] os_sel   ,
    input       [IDW-1:0] data_in  ,
    input       [    1:0] flag_in  ,
    output  reg [ODW-1:0] data_out 
);
localparam TW = IDW-6;  
reg        [IDW-1:0] data_reg;
reg        [    1:0] flag_reg;
reg        [IDW  :0] data_sub;
reg        [IDW+1:0] trunc_value;
wire                 trunc_fix;
wire                 trunc_sign;
wire       [IDW+1:0] data_sub_fix;
reg                  sub_overflow_up;
reg                  sub_overflow_dn;
assign trunc_fix = (flag_in != flag_reg);
assign trunc_sign = flag_in[1];
assign data_sub     = {data_in[IDW-1],data_in} - {data_reg[IDW-1],data_reg};
assign data_sub_fix = {data_sub[IDW],data_sub} + trunc_value;
always_comb
begin
  case (os_sel)
    3'b001 : begin
        sub_overflow_up = ( (|data_sub_fix[IDW:ODW+0]))&(~data_sub_fix[IDW+1]);
        sub_overflow_dn = (~(&data_sub_fix[IDW:ODW+0]))&( data_sub_fix[IDW+1]);
        trunc_value     = {{(7){trunc_fix&trunc_sign}},trunc_fix,{(TW){1'b0}}};
    end
    3'b010 : begin
        sub_overflow_up = ( (|data_sub_fix[IDW:ODW+1]))&(~data_sub_fix[IDW+1]);
        sub_overflow_dn = (~(&data_sub_fix[IDW:ODW+1]))&( data_sub_fix[IDW+1]);
        trunc_value     = {{(6){trunc_fix&trunc_sign}},trunc_fix,{(TW+1){1'b0}}};
    end
    3'b011 : begin
        sub_overflow_up = ( (|data_sub_fix[IDW:ODW+2]))&(~data_sub_fix[IDW+1]);
        sub_overflow_dn = (~(&data_sub_fix[IDW:ODW+2]))&( data_sub_fix[IDW+1]);
        trunc_value     = {{(5){trunc_fix&trunc_sign}},trunc_fix,{(TW+2){1'b0}}};
    end
    3'b100 : begin
        sub_overflow_up = ( (|data_sub_fix[IDW:ODW+3]))&(~data_sub_fix[IDW+1]);
        sub_overflow_dn = (~(&data_sub_fix[IDW:ODW+3]))&( data_sub_fix[IDW+1]);
        trunc_value     = {{(4){trunc_fix&trunc_sign}},trunc_fix,{(TW+3){1'b0}}};
    end
    3'b101 : begin
        sub_overflow_up = ( (|data_sub_fix[IDW:ODW+4]))&(~data_sub_fix[IDW+1]);
        sub_overflow_dn = (~(&data_sub_fix[IDW:ODW+4]))&( data_sub_fix[IDW+1]);
        trunc_value     = {{(3){trunc_fix&trunc_sign}},trunc_fix,{(TW+4){1'b0}}};
    end
    3'b110 : begin
        sub_overflow_up = ( (|data_sub_fix[IDW:ODW+5]))&(~data_sub_fix[IDW+1]);
        sub_overflow_dn = (~(&data_sub_fix[IDW:ODW+5]))&( data_sub_fix[IDW+1]);
        trunc_value     = {{(2){trunc_fix&trunc_sign}},trunc_fix,{(TW+5){1'b0}}};
    end
    default: begin
        sub_overflow_up = 1'b0;
        sub_overflow_dn = 1'b0;
        trunc_value     = '0;
    end
  endcase
end
always_ff @(posedge clk_div or negedge reset_n)
begin
    if (!reset_n) begin
        data_reg <= '0;
        flag_reg <= '0;
    end else if(os_sel == 3'b000) begin
        data_reg <= '0;
        flag_reg <= '0;
    end else begin
        data_reg <= data_in;
        flag_reg <= flag_in;
    end
end
always_ff @(posedge clk_div or negedge reset_n)
begin
    if (!reset_n)
      data_out <= '0;
    else if(sub_overflow_up)
      data_out[ODW-1:0] <= {1'b0,{(ODW-1){1'b1}}};
    else if(sub_overflow_dn)
      data_out[ODW-1:0] <= {1'b1,{(ODW-1){1'b0}}};
    else
      case(os_sel)
        3'b001 : data_out[ODW-1:0] <= {data_sub_fix[IDW+1],data_sub_fix[ODW-1:1]};
        3'b010 : data_out[ODW-1:0] <= {data_sub_fix[IDW+1],data_sub_fix[ODW+0:2]};
        3'b011 : data_out[ODW-1:0] <= {data_sub_fix[IDW+1],data_sub_fix[ODW+1:3]};
        3'b100 : data_out[ODW-1:0] <= {data_sub_fix[IDW+1],data_sub_fix[ODW+2:4]};
        3'b101 : data_out[ODW-1:0] <= {data_sub_fix[IDW+1],data_sub_fix[ODW+3:5]};
        3'b110 : data_out[ODW-1:0] <= {data_sub_fix[IDW+1],data_sub_fix[ODW+4:6]};
        default: data_out[ODW-1:0] <= {data_sub_fix[IDW+1],data_sub_fix[ODW-2:0]};
      endcase
end
endmodule
module integrator #(
    parameter IDW = 16,  
    parameter ODW = 23   
)  
(
    input                       clk     ,
    input                       clk_div ,
    input                       reset_n ,
    input             [2    :0] os_sel  ,
    input             [IDW-1:0] data_in ,
    output reg        [1    :0] flag_t  ,
    output reg        [ODW-1:0] data_out
);
localparam TW = ODW-6;  
reg  [ODW-1:0] data_reg;
wire [ODW  :0] data_in_ext;
wire [ODW  :0] data_sum;
reg  [ODW-1:0] data_sum_trunc;
reg            trunc;
reg  [1    :0] flag_reg;
wire [1    :0] flag_comb;
assign data_in_ext = {{(ODW-IDW+2){data_in[IDW-1]}},data_in[IDW-2:0]};
assign data_sum = {data_reg[ODW-1],data_reg} + data_in_ext;  
always_comb
begin
    case (os_sel)
        3'b001 : begin
            data_sum_trunc[ODW-1:0] = {{(ODW-TW-0){data_sum[ODW]}},data_sum[TW-1:0]};  
            trunc = (( |data_sum[ODW-1:TW])&(~data_sum[ODW]) ||
                     (~&data_sum[ODW-1:TW])&  data_sum[ODW]  );
        end
        3'b010 : begin
            data_sum_trunc[ODW-1:0] = {{(ODW-TW-1){data_sum[ODW]}},data_sum[TW+0:0]};  
            trunc = (( |data_sum[ODW-1:TW+1])&(~data_sum[ODW]) ||
                     (~&data_sum[ODW-1:TW+1])&  data_sum[ODW]  );
        end
        3'b011 : begin
            data_sum_trunc[ODW-1:0] = {{(ODW-TW-2){data_sum[ODW]}},data_sum[TW+1:0]};  
            trunc = (( |data_sum[ODW-1:TW+2])&(~data_sum[ODW]) ||
                     (~&data_sum[ODW-1:TW+2])&  data_sum[ODW]  );
        end
        3'b100 : begin
            data_sum_trunc[ODW-1:0] = {{(ODW-TW-3){data_sum[ODW]}},data_sum[TW+2:0]};  
            trunc = (( |data_sum[ODW-1:TW+3])&(~data_sum[ODW]) ||
                     (~&data_sum[ODW-1:TW+3])&  data_sum[ODW]  );
        end
        3'b101 : begin
            data_sum_trunc[ODW-1:0] = {{(ODW-TW-4){data_sum[ODW]}},data_sum[TW+3:0]};  
            trunc = (( |data_sum[ODW-1:TW+4])&(~data_sum[ODW]) ||
                     (~&data_sum[ODW-1:TW+4])&  data_sum[ODW]  );
        end
        3'b110 : begin
            data_sum_trunc[ODW-1:0] = {{(ODW-TW-5){data_sum[ODW]}},data_sum[TW+4:0]};  
            trunc = (( |data_sum[ODW-1:TW+5])&(~data_sum[ODW]) ||
                     (~&data_sum[ODW-1:TW+5])&  data_sum[ODW]  );
        end
        default: begin
            data_sum_trunc[ODW-1:0] = {data_sum[ODW-1:0]};  
            trunc = 0;
        end
    endcase
end
always_ff @(negedge clk or negedge reset_n)
begin
    if (!reset_n)
        data_reg <= '0;
    else if (os_sel == 3'b000)
        data_reg <= '0;
    else
        data_reg <= data_sum_trunc;
end
always_ff @(negedge clk or negedge reset_n)
begin
    if (!reset_n)
        flag_reg <= 2'b0;
    else if(trunc) flag_reg   <= {data_sum[ODW],~flag_reg[0]};
end
assign flag_comb = trunc?{data_sum[ODW],~flag_reg[0]}:flag_reg;
always_ff @(posedge clk_div or negedge reset_n)
begin
    if (!reset_n) begin
        data_out <= '0;
        flag_t   <= '0;
    end else begin
        data_out <= data_sum_trunc;
        flag_t   <= flag_comb;
    end
end
endmodule
### design/flow/run.sh
#!/bin/bash
# OpenROAD 26Q1-2900-gdf79404cd8, Yosys 0.63+post, stock flow scripts
make -C /OpenROAD-flow-scripts/flow DESIGN_CONFIG=/design/flow/config.mk WORK_HOME=/design/flow/orfs finish
### design/flow/config.mk
export PLATFORM = sky130hd
export DESIGN_NAME = cic_filter
export DESIGN_NICKNAME = cic_filter
export VERILOG_FILES = /design/flow/design.v
export SDC_FILE = /design/flow/constraint.sdc
export NUM_CORES = 4
export LEC_CHECK = 1
export CORE_UTILIZATION = 50
### design/flow/constraint.sdc
current_design cic_filter

set clk_period 15.2
set clk_io_pct 0.2

create_clock -name clk0 -period $clk_period [get_ports {clk}]
create_clock -name clk1 -period $clk_period [get_ports {clk_div}]

set non_clock_inputs [all_inputs -no_clocks]
set_input_delay [expr $clk_period * $clk_io_pct] -clock clk0 $non_clock_inputs
set_output_delay [expr $clk_period * $clk_io_pct] -clock clk0 [all_outputs]
==> deck_impl_summary.md <==
Physical Implementation Snapshot

Logic synthesis
  – Xor and xnor area share after synthesis: 4.17%
  – Synth warnings: 3
  – Post-synthesis instance area: 6930 um2
  – Number of synthesized register bits: slightly above 90
  – Instance tally after logic synthesis: 817
  – Adder-cell share of the synthesized area: 10.4%
  – Yosys stat chip area: 6930 um2
  – Mux contribution to synthesized area: 0.740%
  – Main logic family: AND-OR/OR-AND gates
  – Avg Cell Area, Syn: between 8 and 9 um2
  – Number of flops mapped to enable cells by yosys: 0
  – Post-synthesis simple-gate area fraction: 19.7%
  – Main flop type: dfrtp_1
  – Post-Synth AOI/OAI Area: 27.4%
  – Fraction of the yosys area taken by sequential cells: 32.8%
  – Cells in synth_stat.txt: just over 800
  – Synth async-reset ratio: around 100%
  – Number of distinct library cell variants in the gate-level netlist after synthesis: 74

Min path
  – Hold worst-path end: int_inst.flag_reg[0]
  – Path category of the worst min-delay check: reg2reg
  – Count of cells along the worst hold path: 1
  – Worst hold path startpoint: int_inst.flag_reg[0]

Floorplan
  – Initial Util: 51.7%
  – Cell Rows: 42
  – Io pins: 38
  – Die Outline Area: around 14000 um2
  – Area inside the core boundary: 13400 um2
  – Die width: 120 um
  – Die span in y: 120 um

CTS
  – Clock sink total: a little over 90
  – Setup repair bufs after CTS: 0
  – TritonCTS clock tree: done
  – Post-cts gate resize count: 0
  – CTS Hold Bufs: 0
  – Clock edge transition at the registers on the reported setup and hold paths: 0.05 ns

Timing
  – Number of max-slew violations in the final report: 0
  – Max-slew headroom: 33.5%
  – Slew @ Worst Pin: 0.991 ns
  – Layout Skew: 0.00872 ns
  – Setup repair after global routing missed its margin: no
  – Aggregate negative setup slack: 0 ns
  – Number of failing hold endpoints at the final stage: 0
  – Setup violators final: 0

Drt
  – Via/cell ratio: 5.94
  – Via count: 6093
  – Routed wire length: 16.5 mm
  – N_diodes: 0
  – Drt first-iter violations: 547
  – Iteration tally of the first detailed-router pass: 5
  – DRC violation count after routing: 0
  – DR WL/cell: approximately 16 um
  – Tally of nets with antenna violations remaining after routing: 0

Global route
  – Total congestion overflow after global routing: 0
  – Number of antenna violations at the first check in global routing: 0
  – Via count of the first global-routing pass: 5491
  – Overall routing resource usage: 24.6%
  – Wire length of the first global-routing pass: between 20 and 30 mm
  – Largest net degree at the start of global routing: between 50 and 60

Setup path
  – Crit path kind: in2reg
  – Arrival time worst endpoint: 6.78 ns
  – Critical-path maximum fanout: 9
  – Launching point of the worst reg2reg path: int_inst.data_reg[0]
  – Worst R2R Path Depth: 13
  – Startpoint type of the worst setup path: input pin
  – Terminus of the critical flop-to-flop path: int_inst.flag_t[1]
  – Required time at the endpoint of the critical path: 7.71 ns
  – Category of the worst setup path capture point: register
  – Worst reg-to-reg setup slack: 3.79 ns

Final layout
  – Final cell utilization of the core: between 50 and 60%
  – Proportion of layout cells with a drive suffix above 1: 6.24%
  – Number of fillers in the final layout: 1172
  – Area growth from synthesis to final layout: 12.9%

Place
  – Dpl hpwl: ~12 mm
  – Port bufs: 36
  – Global placer's final weighted congestion: 0.927

Run
  – Total tool warning count: 27
  – Max Cap Violations: 0

Outcome
  – Outcome: finished, final reports clean
[routing by layer]
metal,GRT usage (%),share of wire [%]
met3,4.66,5.8
met4,4.30,2.0
met5,0,0
met1,39.6,50
met2,35.8,42
[final cells by class]
cell class / count / area [um2] / share of cell area [%]
repair buffers: 44 / 418 / 5.34
clock buffers: 12 / 300 / 3.83
well taps: 176 / 220 / 2.81
inverters: 53 / 199 / 2.54
multi-input cells: 641 / 4330 / 55.3
clock inverters: 8 / 87.6 / 1.12
flip-flops and latches: 91 / 2280 / 29.1
[through the flow]
stage | hold WS (ns) | setup WS, ns | area (um2) | instances
global placement | 0.434 | 0.764 | 7440 | 1005
detailed placement | 0.443 | 0.618 | 7440 | 1005
finish | 0.457 | 0.933 | 7830 | 1025
floorplan | 0.418 | 1.65 | 6930 | 817
CTS | 0.456 | 0.905 | 7830 | 1025
global route | 0.501 | 0.664 | 7830 | 1025
[worst max-delay path by stage]
stage	start	to	slack, ns
final	data_in[0]	int_inst.flag_reg[1]	0.93
after global routing	data_in[0]	int_inst.flag_reg[1]	0.66
after CTS	data_in[0]	int_inst.flag_reg[1]	0.90
[placed cells by master (no fill, tap or decap), drive strengths merged, types with 4 or more instances in the layout]
cell	count
nor2	70
dfrtp	66
a21oi	64
o21ai	59
inv	57
ha	53
nand2	51
and2	50
clkdlybuf4s50	35
dfrtn	25
xnor2	20
nand3	16
a211oi	16
nor3	15
o211ai	15
a31o	15
a21o	14
nand2b	14
nor2b	13
xor2	13
clkbuf	12
o21a	11
buf	9
a31oi	9
or2	9
o221ai	7
or3	7
o31ai	7
nand4	6
a21boi	5
a22oi	5
and3	4
o22ai	4
mux2i	4
o211a	4
a221oi	4
nor4	4
[critical path, stage by stage]
cell	delay [ns]
clkdlybuf4s50_1	0.47
ha_1	0.20
inv_1	0.07
fa_1	0.39
nand2b_1	0.17
a21oi_1	0.17
nor2_1	0.12
o211ai_2	0.34
a31oi_2	0.28
nand2b_1	0.25
a2111oi_0	0.63
a211oi_1	0.12
nor4_2	0.38
mux2i_1	0.15
[Yosys cell counts, drive strengths merged (4+ instances only)]
cell type  instances  area (um2)
mux2i              4        40.0
nand3             16        85.1
buf                4        23.8
nor4               4        31.3
xnor2             20         175
o211ai            15         118
and3               4        25.0
a21boi             5        37.5
inv               53         199
a21o              14         105
o31ai              7        52.6
o22ai              4        25.0
a211oi            16         125
o21a              11        82.6
and2              50         313
nor3              15        75.1
clkbuf            28         105
o221ai             7        61.3
o21ai             59         295
nand2             51         191
or3                7        43.8
a21oi             64         320
a22oi              5        37.5
dfrtn             25         626
nand2b            14        87.6
dfrtp             66        1650
nand4              6        37.5
a221oi             4        35.0
or2                9        56.3
a31oi              9        62.6
a31o              15         131
o211a              4        40.0
xor2              13         114
nor2              70         263
ha                53         663
nor2b             13        81.3
[kinds of logic (layout without fill, tap and decap cells)]
kind of cell | Yosys count | in the layout
XOR/XNOR | 33 | 33
AND/OR/NAND/NOR | 268 | 268
adder cells (fa/ha/maj) | 56 | 56
flip-flops | 91 | 91
buffers and inverters | 85 | 117
AND-OR/OR-AND | 279 | 279
multiplexers | 5 | 5
